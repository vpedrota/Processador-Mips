==> ./design.v <==
module ALU(ctr,A,B,Zero,result); 
 input [3:0] ctr;
 input [31:0] A,B;
 output Zero;
 output reg [31:0] result;
 always @ (A,B,ctr)
 begin
    case(ctr)
  4'd0: result <= A&B;
  4'd1: result <= A|B;
  4'd2: result <= A+B;
  4'd3: result <= (A!=B) ? 0: 1;
  4'd4: result <= (A>B) ? 0: 1;
  4'd4: result <= (A<B) ? 0: 1;
  4'd6: result <= A-B;
  4'd7: result <= A<B ? 1:0;
  4'd12:result <= ~(A|B);
  default: result <= 0;
  endcase
 end
 assign Zero = (result==0);
endmodule
==> ./run.sh <==
#!/bin/bash
# OpenROAD 26Q1-2900-gdf79404cd8, Yosys 0.63+post, stock flow scripts
make -C /OpenROAD-flow-scripts/flow DESIGN_CONFIG=/design/flow/config.mk WORK_HOME=/design/flow/orfs finish
==> ./config.mk <==
export PLATFORM = sky130hd
export DESIGN_NAME = ALU
export DESIGN_NICKNAME = ALU
export VERILOG_FILES = /design/flow/design.v
export SDC_FILE = /design/flow/constraint.sdc
export NUM_CORES = 4
export LEC_CHECK = 1
export CORE_UTILIZATION = 40
==> ./constraint.sdc <==
current_design ALU

set clk_period 17.8
set clk_io_pct 0.2

create_clock -name clk0 -period $clk_period

set non_clock_inputs [all_inputs -no_clocks]
set_input_delay [expr $clk_period * $clk_io_pct] -clock clk0 $non_clock_inputs
set_output_delay [expr $clk_period * $clk_io_pct] -clock clk0 [all_outputs]
==> results.sh <==
# implementation run metrics
export IMPL_status="completed"
export IMPL_grt_pass1_vias=5958
export IMPL_finalHoldViolCount=0
export IMPL_antenna_found_initial=0
export IMPL_drc=0
export IMPL_netlist_instances=879
export IMPL_use_met2_pct=41.97
export IMPL_seqCellArea_um2=0
export IMPL_fin_tns_setup_ns=0
export IMPL_tool_warnings=100
export IMPL_area_growth_pct=18.86
export IMPL_wl_per_cell_um=19.13
export IMPL_ios=101
export IMPL_syn_cell_area_um2=5732
export IMPL_crit_type="in2out"
export IMPL_startpoint="A[7]"
export IMPL_hold_class="in2out"
export IMPL_vias=6899
export IMPL_grt_pass1_wl_um=33150
export IMPL_dieHeight_um=121.7
export IMPL_power_leakage_nw=2.966
export IMPL_initCoreUtil_pct=41.13
export IMPL_num_clock_buffers=0
export IMPL_drt_pass1_iterations=5
export IMPL_cts_resized=0
export IMPL_dp_cells=1116
export IMPL_worst_pin_slew_ns=0.7989
export IMPL_ys_types=85
export IMPL_grt_use_total_pct=28.87
export IMPL_fin_ws_ns=5.921
export IMPL_crit_fanout=12
export IMPL_rows=43
export IMPL_numPortBuffers=101
export IMPL_hpwlAfterDp_um=16940
export IMPL_drt_wl_total_um=21350
export IMPL_busiest_layer="met1"
export IMPL_yosys_stat_seqShare_pct=0
export IMPL_slew_headroom_pct=46.55
export IMPL_stdcell_area_um2=6813
export IMPL_total_power_mw=0.2082
export IMPL_arrival_ns=8.32
export IMPL_final_antenna_net_count=0
export IMPL_drt_iter0_markers=759
export IMPL_post_cts_buffers=0
export IMPL_drive_gt1_share_pct=4.915
export IMPL_finalWeightedCongestion=0.9687
export IMPL_flops=0
export IMPL_whs_ns=8.394
export IMPL_use_met3_pct=4.819
export IMPL_final_setup_viol_count=0
export IMPL_logic_area_um2=5141
export IMPL_post_place_ws_ns=5.938
export IMPL_fill_cells=1434
export IMPL_maxSlewViolCount=0
export IMPL_met1_usage_pct=45.47
export IMPL_min_period_ns=11.88
export IMPL_yosysWarnings=1
export IMPL_grt_max_degree=35
export IMPL_cap_violations=0
export IMPL_ir_worst_vdd_mv=0.01256
export IMPL_rsz0062_at_grt="false"
export IMPL_worstPathRequired_ns=14.24
export IMPL_clock_fmax_mhz=84.18
export IMPL_endpoint_kind="primary output"
export IMPL_powerDensity_nw_per_um2=30.55
export IMPL_critPathLaunchType="input port"
export IMPL_diodes=0
export IMPL_die_w_um=121.7
export IMPL_fin_crit_sh_pct=66.74
export IMPL_yosysCellCount=879
export IMPL_grt_overflow=0
export IMPL_fin_util_pct=48.89
export IMPL_min_from="B[3]"
export IMPL_syn_avg_cell_area_um2=6.521
export IMPL_placed_cell_area_um2=6813
export IMPL_ctsHoldBuffers=0
export IMPL_viasPerCell=6.182
export IMPL_ys_area_um2=5732
export IMPL_fp_coreArea_um2=13930
export IMPL_die_area_um2=14810
export IMPL_stdcell_count=1116
## cell usage after synthesis, types with 6 or more instances
cell type / n / area share [%]
a211oi_1: 13 / 1.7
nor4_1: 14 / 1.5
nand2_1: 54 / 3.5
inv_1: 99 / 6.5
clkbuf_1: 31 / 2.0
o21ai_0: 59 / 5.2
o22ai_1: 8 / 0.87
a22oi_1: 20 / 2.6
nor2_1: 97 / 6.4
nand2b_1: 8 / 0.87
o211ai_1: 11 / 1.4
nor2b_1: 11 / 1.2
buf_2: 12 / 1.0
nor3_1: 27 / 2.4
a221oi_1: 18 / 2.8
or4_1: 6 / 0.79
ha_1: 100 / 22
a21oi_1: 64 / 5.6
a31oi_1: 10 / 1.1
nand4_1: 9 / 0.98
and2_1: 6 / 0.65
or3_1: 10 / 1.1
a21o_1: 13 / 1.7
nand3_1: 21 / 1.8
## power breakdown
part	switching [mW]	total (mW)	internal, mW
logic	0.121	0.208	0.0874
registers	0	0	0
clock network	0	0	0
total	0.121	0.208	0.0874
## layout by cell type (no fill, tap or decap), types with 8 or more instances in the layout
master           instances
clkdlybuf4s50_1        101
ha_1                   100
inv_1                   99
nor2_1                  96
a21oi_1                 64
o21ai_0                 59
nand2_1                 54
nor3_1                  26
nand3_1                 21
a22oi_1                 20
a221oi_1                18
a211oi_1                13
a21o_1                  13
nor4_1                  13
o211ai_1                11
nor2b_1                 11
or3_1                   10
a31oi_1                 10
nand4_1                  9
o22ai_1                  8
nand2b_1                 8
## layer usage
layer  vias up  part of all wire [%]
li1       3383                     -
met1      3157                    47
met2       338                    42
met3        21                   9.9
met4         0                   1.2
met5         -                     0
## path summary, 6_finish.rpt
path / to / slack [ns] / cells past startpoint
setup / recovery: Zero / 5.92 / 15
hold / removal: result[3] / 8.39 / 7
## critical path, stage by stage
cell and delay, ns:
clkdlybuf4s50_1 0.55, inv_1 0.06, ha_1 0.52, a21oi_1 0.13, o21ai_1 0.42, nand3_1 0.20, and3_4 0.21, a2111o_1 0.37
and4_1 0.20, nor3_1 0.44, nand4_1 0.20, nor4_1 0.47, nand4b_1 0.22, nor4_2 0.25, clkdlybuf4s50_1 0.50
## layout make-up
cell class / count / area share [%]
Multi-Input combinational cell: 726 / 75.46
Timing Repair Buffer: 108 / 15.61
Inverter: 102 / 5.620
Tap cell: 180 / 3.306
## kinds of logic after synthesis
kind of cell               synth area share [%]
AOI/OAI and AO/OA                         39.99
xor gates and xnor gates                 0.4585
adders and majority gates                 22.53
buffers and inverters                     10.81
muxes                                    0.1964
and+or+nand+nor                           26.02
No activity file was given, so power comes from the tool's default toggle rates.
