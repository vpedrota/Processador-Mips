[flow/run.sh]
#!/bin/bash
# OpenROAD 26Q1-2900-gdf79404cd8, Yosys 0.63+post, stock flow scripts
make -C /OpenROAD-flow-scripts/flow DESIGN_CONFIG=/design/flow/config.mk WORK_HOME=/design/flow/orfs finish
[flow/constraint.sdc]
current_design Registers

set clk_period 6.4
set clk_io_pct 0.2

create_clock -name clk0 -period $clk_period [get_ports {CLK}]

set non_clock_inputs [all_inputs -no_clocks]
set_input_delay [expr $clk_period * $clk_io_pct] -clock clk0 $non_clock_inputs
set_output_delay [expr $clk_period * $clk_io_pct] -clock clk0 [all_outputs]
[flow/design.v]
module Registers(Read_registers1,Read_registers2,Write_registers,Write_Data,Read_Data1,Read_Data2,RegWire,CLK); 
 input [4:0] Read_registers1,Read_registers2,Write_registers;
 input [31:0] Write_Data;
 input RegWire,CLK;
 output [31:0] Read_Data1,Read_Data2;
 reg [31:0] register[31:0]  ;
 assign Read_Data1 = register[Read_registers1];
 assign Read_Data2 = register[Read_registers2];
 always @(posedge CLK)
 begin
    if(RegWire) register[Write_registers] <= Write_Data;
 end
endmodule
[flow/config.mk]
export PLATFORM = sky130hd
export DESIGN_NAME = Registers
export DESIGN_NICKNAME = Registers
export VERILOG_FILES = /design/flow/design.v
export SDC_FILE = /design/flow/constraint.sdc
export NUM_CORES = 4
export LEC_CHECK = 1
export CORE_UTILIZATION = 40
==> flow_summary.ini <==
; implementation run metrics
[hold_path]
hold_depth = 2
min_from = Write_Data[3]
holdPathEnd = register[31][3]$_DFFE_PP_
hold_class = in2reg

[run]
cap_violations = 0
warning_count = 26

[power]
netSwitchingPower_w = 0.003430
power_density_nw_per_um2 = 267.2
clkPwrFrac = 0.404
combPwrFrac = 0.094
irDropWorstVdd_v = 0.0001976
p_leak_nw = 20.49
p_int_w = 0.01150
p_seq_frac = 0.502
switching_share = 0.2297

[die]
die_width_um = 351.2
die_h_um = 351.2
io-pin-count = 113
coreArea_um2 = 120400
rows = 127
die_area_um2 = 123400
fp_util = 0.4051

[final_timing]
hold_violations = 0
fin_crit_ps = 5593
max_slew_margin = 0.4171
fmax_mhz = 178.8
finalCritPeriodShare = 0.8739
tightest_slew_ps = 872.3
rsz0062_at_grt = no
fin_setup_tns_ps = 0
setup_violations = 0
slew_violations = 0

[synthesis]
adder_share = 0
ys_cells = 3386
ys_warn_count = 1
area_leaders = edfxtp_1, mux2i_1, a22oi_1
seq_area_frac_synth = 0.6303
top_area_frac = 0.6303
syn_area_um2 = 48790
synth_chip_area_um2 = 48790
synth-async-reset-ratio = 0
syn_area_per_cell_um2 = 14.41
ys.flops = 1024
synth.largest_area_cell = edfxtp_1
xor_area_frac = 0
netlist_instances = 3386
synth.distinct_cells = 23
edf_count = 1024
ys_sh_simple = 0.04714
ys_sh_aoi = 0.08042
synth-main-ff-cell = edfxtp_1
synthMuxAreaShare = 0.2101
synthTopLogicFamily = multiplexers
synth.top_cells.by_count = edfxtp_1, mux2i_1, nand2_1

[layout]
reg_top3 = register (1024)
largest_register_ffs = 1024
fillers = 10410
largest_register = register
design_area_um2 = 55900
synthToLayoutAreaGrowth_pct = 14.57
layout-drive-gt1-share = 0.1040

[clocking]
cts_buffer_depth = 3
cts_post_setup_buffers_inserted = 0
cts_hold_buf = 0
cts.sinks = 1024
cts-buffers-inserted = 106
cts-root-buf = clkbuf_16
htree_levels = 3
cts_resized = 0
cts_tree = done
path_clk_slew_ps = 60

[critical_path]
crit_arrival_ps = 4310
crit_type = in2out
startpoint_type = input port
cp-end-kind = output port
cp_max_fo = 34
timing.critical_path.from = Read_registers1[2]
required_ps = 5120

[routing]
dr_total_vias = 30920
drtIter0Drc = 1931
wl_per_cell_um = 28.86
first_pass_iters = 5
antenna_left = 0
drt-total-wl_mm = 150.9
vias_per_cell = 5.915
post-route-drc-count = 0

[global_routing]
gr-max-usage-layer = met2
grt_usage = 0.2637
grtUsageMet2 = 0.3935
grt_max_degree = 66
grt_overflow_total = 0
grt_pass1_vias = 32020
grt_pass1_wl_mm = 217.2
met3_usage = 0.1568
antenna_found_initial = 5
grt_use_met1 = 0.3345

[place]
hpwl_mm = 87.61
gp_congestion = 0.8838
dpl_cell_area_um2 = 52540
port_buffers = 112

[run_status]
outcome = complete, no violations
[power by group through the flow]
stage         sequential, W  clock, W  combinational, W
CTS                 0.00749   0.00611           0.00140
global route        0.00750   0.00635           0.00150
finish              0.00749   0.00603           0.00141
[worst max path at each step]
stage	endpoint	cells after the start
CTS	Read_Data2[29]	8
global route	Read_Data2[29]	8
finish	Read_Data1[4]	8
[cell type report]
cell class,instances,area (µm²),share of cell area
Timing Repair Buffer,290,2993,0.05354
Sequential cell,1024,30750,0.5501
Clock inverter,63,553.0,0.009894
Multi-Input combinational cell,2109,16780,0.3002
Antenna cell,1,2.502,0.00004477
Clock buffer,129,2803,0.05014
Tap cell,1612,2017,0.03608
[cell usage in the layout, fill, tap and decap left out]
master	instances
buf_12	42
nor2_1	1
nand2b_2	4
nand3b_1	5
nor2b_4	4
edfxtp_1	1024
clkbuf_1	20
mux2i_1	1024
buf_4	136
nor3_1	64
inv_6	3
diode_2	1
clkbuf_16	109
or3b_2	3
clkinv_1	27
buf_8	2
clkinvlp_4	4
nand2_2	2
and2_4	2
clkinv_2	19
a31oi_1	64
nor2_4	34
a21oi_1	192
a22oi_1	192
or3_1	1
bufinv_16	10
a22o_1	128
nand2_1	193
clkdlybuf4s50_1	110
or2_2	2
nand3_1	194
[worst max-delay path, stage by stage]
cell and delay [ps]:
clkdlybuf4s50_1 650, nor2b_4 640, buf_4 560, a22o_1 210
nor3_1 50, a31oi_1 270, nand3_1 170, clkdlybuf4s50_1 430
[cell families after synthesis]
| group | count (synthesis) |
|---|---|
| multiplexers | 1024 |
| flip-flops | 1024 |
| AND-OR/OR-AND | 576 |
| AND/OR/NAND/NOR | 509 |
| buffers and inverters | 253 |
[routing by layer]
metal  vias to the layer above  wire [µm]
li1                      13690          -
met1                     15280      54130
met2                      1640      69860
met3                       307      21430
met4                         8       5431
met5                         -         48
[per-stage QoR]
| stage | util | hold slack, ps | total power [W] | setup WS, ps | instances |
|---|---|---|---|---|---|
| 2_1_floorplan | - | 1379 | 0.008402 | 2686 | 3386 |
| 5_1_grt | 0.4640 | 1441 | 0.01534 | 743.3 | 5227 |
| 3_5_place_dp | 0.4362 | 2117 | 0.009033 | 807.9 | 5035 |
| 3_3_place_gp | 0.4362 | 2119 | 0.009030 | 820.7 | 5035 |
| 6_report | 0.4641 | 1427 | 0.01493 | 806.7 | 5228 |
| 4_1_cts | 0.4640 | 1406 | 0.01501 | 787.8 | 5227 |
Power figures rest on the tool's default switching activity, not on a simulated workload.
