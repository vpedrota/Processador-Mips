===== design/flow/design.v =====
module RAM 
#(parameter DATA_WIDTH=32, parameter ADDR_WIDTH=32)
(
	input [(DATA_WIDTH-1):0] data,
	input [(ADDR_WIDTH-1):0] addr,
	input MemWrite, MemRead, clk,
	output [(DATA_WIDTH-1):0] q
);
	reg [DATA_WIDTH-1:0] ram[2**ADDR_WIDTH-1:0];
	reg [ADDR_WIDTH-1:0] addr_reg;
	always @ (posedge clk)
	begin
		if (MemWrite & ~MemRead)
			ram[addr[6:2]] <= data;
		addr_reg <= addr;
	end
	assign q = ram[addr_reg[6:2]];
endmodule

===== design/flow/constraint.sdc =====
current_design RAM

set clk_period 8.0
set clk_io_pct 0.2

create_clock -name clk0 -period $clk_period [get_ports {clk}]

set non_clock_inputs [all_inputs -no_clocks]
set_input_delay [expr $clk_period * $clk_io_pct] -clock clk0 $non_clock_inputs
set_output_delay [expr $clk_period * $clk_io_pct] -clock clk0 [all_outputs]

===== design/flow/run.sh =====
#!/bin/bash
# OpenROAD 26Q1-2900-gdf79404cd8, Yosys 0.63+post, stock flow scripts
make -C /OpenROAD-flow-scripts/flow DESIGN_CONFIG=/design/flow/config.mk WORK_HOME=/design/flow/orfs finish

===== design/flow/config.mk =====
export PLATFORM = sky130hd
export DESIGN_NAME = RAM
export DESIGN_NICKNAME = RAM
export VERILOG_FILES = /design/flow/design.v
export SDC_FILE = /design/flow/constraint.sdc
export NUM_CORES = 4
export LEC_CHECK = 1
export CORE_UTILIZATION = 50

==> flow_results.org <==
#+TITLE: Implementation results

** Synth
- For reference, the top logic cell family by area is multiplexers.
- Count of instantiated cells in the yosys netlist :: about 110
- For reference, simple AND, OR, NAND and NOR cells occupy ~1.7% of the area reported after synthesis.
- After synthesis, the chip area reported by Yosys is 2370 µm².
- After technology mapping, the gate count stands at about 110.
- Synthesis inferred 65 register bits.
- Compound Share, Synth :: 0%
- Share of the yosys chip area belonging to registers :: just over 80%
- Count of unique library cells instantiated by Yosys :: 12
- Mean post-synth cell area :: roughly 22 µm²
- Adder-Cell Fraction of Synth Area :: 0%
- Summing every instance area after synthesis gives 2370 µm².
- Synthesis Warnings :: 1
- The synthesized netlist devotes 0% of its cell area to XOR and XNOR gates.
- Multiplexer share of the synthesized area :: between 10% and 20%

** Floorplan
- IO Count :: ~99
- The floorplan step defined a die boundary enclosing around 5000 µm².
- The core region is 4440 µm².
- For reference, the placement row count at floorplan is 24.
- Floorplan-stage core utilization :: 53.4%
- Floorplan die width :: just over 70 µm
- Vertical extent of the die :: 70.9 µm

** Placed design
- Instance area after placement :: 3160 µm²
- Placer's final routability congestion estimate :: 0.759
- Prior to clock tree synthesis, the placed netlist has a worst setup slack of 4.09 ns.
- Input and output buffers added on the ports amount to slightly above 70.
- The detailed placer reported the number of placed instances as 230.
- HPWL Detailed :: 2.35 mm

** Route
- Detailed router's first-iteration violation count :: 79
- For this block, the routed nets add up to ~3.7 mm of wire.
- After detailed routing, the number of vias per cell comes to 5.14.
- Wire per inst :: around 15 µm
- Number of diodes added for antenna fixing :: 0
- The first detailed-routing pass ran for 6 iterations.
- The routed layout has 1264 vias.
- Drt drc :: 0
- Per the post-route antenna check, the number of violating nets is 0.

** Clocking
- Per the TritonCTS log, the buffer count is 9.
- After clock tree synthesis, the flow added hold-fix buffers numbering 0.
- Max clock buf depth :: 2
- Clock tree from TritonCTS :: yes
- Post-CTS Setup Inserts :: 0
- Root Buffer :: clkbuf_8
- Counting every sink on the clock net gives 65.
- H-Tree Depth :: 3
- Number of instances resized during post-cts repair :: 0
- Clock transition at path regs :: 0.06 ns

** Timing
- The final hold violation count recorded for this run is 0.
- The flow reports an fmax of 261 MHz.
- Worst Max-Slew Pin Slew :: 0.727 ns
- The worst path meets setup with 4.17 ns of slack.
- The routed design could run at a clock period as short as 3.83 ns.
- Setup total negative slack :: 0 ns
- Max-slew check failures listed in the final report amount to 0.
- Setup repair after global routing left no endpoint under its margin.
- The slew check shows that the tightest pin keeps a relative margin of 51.4%.
- Final critical-path share of the clock period :: 47.8%
- Final setup violation count :: 0

** Setup path
- STA puts the critical path data arrival time at 2.23 ns.
- The critical path endpoint has a required time of 6.40 ns.
- The worst setup path is of the register to primary output kind.
- STA lists the maximum fanout along the critical path as 20.
- Worst Setup Start Kind :: register
- STA classifies the critical path endpoint as a primary output.

** Finish
- For this run, the number of standard cells in the final layout without fillers is 246.
- Top logic cell by instance count in the layout :: clkdlybuf4s50_1
- After routing the design area is 3320 µm².
- Leaving out fill and tap cells, the most frequent cells in the layout are clkdlybuf4s50_1, edfxtp_1, mux2_2.
- Share of post-route cells with drive strength above 1 :: 23.7%
- From synthesis to final layout, the design area changed by 40.1%.

** Pwr
- The power report puts the net switching power at 117 µW.
- Cell leakage power :: 0.00111 µW
- Proportion of total power due to net switching :: 18.1%
- Relative contribution of the clock network to total power :: 35.0%
- Power spread over the standard cell area amounts to just under 200 nW/µm².
- Combinational cells account for 6.4% of the total power.
- Sequential cells account for 58.6% of the total power.
- Internal portion of total power :: 529 µW
- Worst ir drop on vdd :: 132 µV

** Worst hold path
- Per the hold report, the tightest min-delay path originates at addr[2].
- The number of cells on the worst hold path is listed as 1.
- The worst hold path belongs to the class input port to register.

** Flow run
- In this run the maximum-capacitance check reported violations numbering 0.
- OpenROAD emitted warnings numbering 53.

** Global routing
- Global router's overall resource usage :: 16.9%
- Vias in the first global route :: 1314
- The first global-routing pass estimated 5.93 mm of wire.
- Remaining Overflow, GRT :: 0
- Maximum number of pins on one net before global-route repair :: 21
- The initial antenna violation count was 0.

** Outcome
- Outcome :: complete, no violations
==> cell type report <==
type | count | area, µm²
sequential | 65 | 1940
multi-input combinational | 38 | 413
clock buffer | 15 | 156
fill | 260 | 1120
timing repair buffer | 75 | 741
clock inverter | 1 | 5.00
tap | 52 | 65.1
==> sequential cells by signal, indices dropped and copies added (netlist names), named ones only <==
| signal | cells |
|---|---|
| ram | 32 |
| ram[-1] | 32 |
==> worst max path at each step <==
stage,from,to,slack (ns)
4_1_cts,register,q[14],4.09
5_1_grt,register,q[23],4.04
6_report,register,q[14],4.17
==> Yosys cell counts (all sizes together) <==
library cell / n / area, µm²
edfxtp: 64 / 1920
mux2: 32 / 360
buf: 4 / 27.5
nor3: 2 / 15.0
dfxtp: 1 / 20.0
nand2: 1 / 3.75
nand2b: 1 / 6.26
nand3: 1 / 5.00
or4: 1 / 11.3
==> power by group through the flow <==
stage	combinational [µW]	sequential, µW	clock (µW)
global route	44.5	378	248
finish	41.4	378	226
CTS	41.9	378	232
==> critical path, cell delays in order, from the launching register on <==
cell and delay [ns]:
dfxtp_1 0.71, buf_4 0.39, mux2_2 0.37, clkdlybuf4s50_1 0.43
==> through the flow <==
stage	power [µW]	utilization, %	hold WS (ns)
after floorplan	395	-	1.63
after detailed placement	427	71.1	2.12
final	646	74.7	1.78
after global routing	671	74.7	1.77
after CTS	652	74.7	1.77
after global placement	426	71.1	2.11
==> cell families after synthesis <==
kind of cell,Yosys count
buffers and inverters,4
multiplexers,32
AND/OR/NAND/NOR,6
flip-flops,65
==> routing by layer <==
layer  routed length, µm  GRT usage, %  part of all wire [%]
met2                1700          25.4                    46
met1                1560          26.3                    42
met5                   0             0                     0
met3                 304          6.94                   8.3
met4                 117          4.00                   3.2
Power figures rest on the tool's default switching activity, not on a simulated workload.
